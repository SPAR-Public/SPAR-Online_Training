File: flow/design.v
module  Serialized_ALU #(parameter LENGTH = 32)
(
	clk,  
	reset, 
	rd_d,	 
	rs1_d,   
	rs2_d, 	 
	alu_op, 
	count,		 
	reg_write,	 
	Q
);
input[1:0] Q;
input clk, reset, rs1_d, rs2_d;
input[3:0] alu_op;
input[7:0] count;  
input reg_write;
output rd_d;
reg carry_borrow;
wire [1:0] max;
reg pos;
wire operation = ((alu_op==1) || (alu_op==2 &&(Q>1)))? 1 : 0;  
wire rs1 = operation? !rs1_d : rs1_d;
always @(posedge clk)
begin	
	carry_borrow 	<= (count == 0 || count == 66) ? 0 : reg_write? ((rs1 & rs2_d) | (rs1 & carry_borrow) | (rs2_d & carry_borrow)) : carry_borrow; 		
end
  assign rd_d = ((Q[0]==Q[1]) && alu_op==2? rs1_d : (alu_op==10)? (pos == 1 ? rs1_d : 1'b0) : (rs1_d ^ rs2_d ^ carry_borrow));
always @(count, alu_op, rs1_d)
begin
    if(count == 1 && alu_op==10 && rs1_d == 0)
    begin
        pos = 1'b1;
    end
    else if(count == 1 && alu_op==10 && rs1_d == 1)
    begin
        pos = 1'b0;
    end
    else
    begin
        pos = pos;
    end
end
endmodule
File: flow/run.sh
#!/bin/bash
# OpenROAD 26Q1-2900-gdf79404cd8, Yosys 0.63+post, stock flow scripts
make -C /OpenROAD-flow-scripts/flow DESIGN_CONFIG=/design/flow/config.mk WORK_HOME=/design/flow/orfs finish
File: flow/config.mk
export PLATFORM = sky130hd
export DESIGN_NAME = Serialized_ALU
export DESIGN_NICKNAME = Serialized_ALU
export VERILOG_FILES = /design/flow/design.v
export SDC_FILE = /design/flow/constraint.sdc
export NUM_CORES = 4
export LEC_CHECK = 1
export CORE_AREA = 10 10 70 70
export DIE_AREA = 0 0 80 80
File: flow/constraint.sdc
current_design Serialized_ALU

set clk_period 1.5
set clk_io_pct 0.2

create_clock -name clk0 -period $clk_period [get_ports {clk}]

set non_clock_inputs [all_inputs -no_clocks]
set_input_delay [expr $clk_period * $clk_io_pct] -clock clk0 $non_clock_inputs
set_output_delay [expr $clk_period * $clk_io_pct] -clock clk0 [all_outputs]
==> job_summary.md <==
## Implementation flow summary

| Metric | Value |
|---|---|
| Routing usage on met1 | 2.579% |
| DRT iter0 DRCs | 6 |
| Pint | 131.2 uW |
| IO Count | 20 |
| Post-synth area hogs | dfxtp_1, xnor2_1, dlxtn_1 |
| Crit share post-route | 101.2% |
| Unrepaired setup endpoints after global routing | yes |
| Via density | 2.971 |
| Worst setup margin | -0.01787 ns |
| Min Tclk post-route | 1.518 ns |
| Setup Fix Bufs, Post-CTS | 0 |
| Peak supply drop | 0.08442 mV |
| Pin count of the biggest net entering global routing | 5 |
| Syn avg cell area | 7.637 um^2 |
| Grt ovf | 0 |
| Number of global-route vias before repair | 301 |
| Die Ht | 80 um |
| Critical Path Fanout Max | 2 |
| Post-synth top area cell | dfxtp_1 |
| CORE AREA | 3416 um^2 |
| WL/cell | 9.167 um |
| CP endpoint kind | output pin |
| Hold Crit Class | reg2reg |
| Top logic cells by instance count in the layout | clkdlybuf4s50_1, buf_4, dlygate4sd2_1 |
| Die X | 80 um |
| Sw Share | 30.09% |
| ANT nets after route | 0 |
| OpenROAD warnings | 31 |
| Synth cell types | 23 |
| Top cell excl fill/tap | clkdlybuf4s50_1 |
| Failing checks | setup timing |
| YS warnings | 1 |
| Post-Route WL | 935 um |
| # Cells Yosys | 29 |
| Place WS | -0.9530 ns |
| Crit. Startpoint | Q[1] |
| Critical Path RT | 1.20 ns |
| CP Class | in2out |
| Final Non-Filler Cells | 102 |
| Area share, top type | 9.040% |
| DR vias | 303 |
| M2 GR Usage | 5.698% |
| PD cells | 332.5 nW/um^2 |
| Final setup fails | 1 |
| Final Hold Viols | 0 |
| Leakage Power | 0.0002228 uW |
| GRT Util Overall | 2.774% |
| Synthesized area | 221.5 um^2 |
| Remaining DRCs | 0 |
| Worst setup SP type | input port |
| Worst-path clk slew | 0 ns |
| Relative slew slack | 80.81% |
| Init Core Util | 6.484% |
| CTS Hold Bufs | 0 |
| Final clock skew | 0 ns |
| Syn Inst Count | 29 |
| Max_cap viols | 0 |
| Psw | 56.47 uW |
| Clock power frac | 0% |
| Worst hold start | carry_borrow |
| Comb pwr share | 79.6% |
| Worst Max-Slew Pin Slew | 0.2857 ns |
| Die Footprint | 6400 um^2 |
| Pins Over Slew Limit | 0 |
| Crit path largest cell delay | 0.22 ns |
| Port-buffer cells | 18 |
| Fmax | 658.8 MHz |
| RePlAce Congestion | 0.7838 |
| Global routing's busiest layer | met2 |
| Status | complete, but fails checks |
| Worst path slowest cell | or2_4 |
| Chip area in the Yosys report | 221.5 um^2 |
| Core Util, Final | 16.52% |
| Layout cell share with drive strength beyond 1 | 32.73% |
| Initial antenna violation count | 1 |
| FP Rows | 21 |
| Fillers | 392 |
| TritonRoute pass-1 iters | 3 |
| Met3 usage | 1.136% |
| Endpoints left unconstrained | 1 |
| Placed Cells | 101 |
| Worst r2r src | carry_borrow |
| Reg power frac | 20.4% |
| First-pass GRT wire length | 1428 um |
| HPWL Detailed | 895.5 um |
| Crit-path cells | buf_8 > inv_4 > ha_4 > or2_4 > a211oi_2 > a221oi_2 > buf_2 |
| Crit path DAT | 1.22 ns |
| Seq cells post-synth | 2 |
| Synth-to-Final Area Change | 154.8% |
| Register pins left without a clock | 1 |
| Clk latency late pin | 0 ns |
[sequential cells by signal, summed over array words and instances, names as in the netlist]
register      count
carry_borrow      1
pos               1
[final cells by class]
type,instances,area [um^2],share of cell area (%)
tap,46,57.56,10.20
sequential,2,35.03,6.208
antenna,1,2.502,0.4435
inverter,3,13.76,2.439
timing repair buffer,26,235.2,41.69
multi-input combinational,24,220.2,39.02
[metal layers]
metal	share of wire, %	routed length [um]
met1	30	277
met5	0	0
met2	63	588
met3	7.5	70
met4	0	0
[power by group through the flow]
stage	Combinational (uW)	Sequential, uW	Clock [uW]
final	149	38.2	0.0000890
after CTS	150	38.2	0
after global routing	162	38.9	0.0000890
[final timing paths]
path,to,slack (ns),cells after the start
max,rd_d,-0.02,7
min,carry_borrow,0.71,3
max reg2reg,carry_borrow,0.57,4
min reg2reg,carry_borrow,0.71,3
[cell families after synthesis]
group           count (synthesis)  synth area share (%)
buf+inv                         3                 5.084
compound gates                  9                 31.64
xor+xnor                        2                 7.911
fa+ha+maj                       1                 5.649
flops                           1                 9.040
latches                         1                 6.778
simple gates                   12                 33.90
[metrics by stage]
step	TNS, ns	hold WS (ns)	area [um^2]	power, uW
2_1_floorplan	0	0.4613	221.5	81.29
3_3_place_gp	-1.262	0.6776	519.2	173.6
3_5_place_dp	-1.263	0.7019	519.2	175.8
4_1_cts	-0.02179	0.7236	558.0	188.7
5_1_grt	-0.07228	0.7520	564.3	201.1
6_report	-0.01787	0.7108	564.3	187.7
[worst max-delay path: cells and delay by family]
| kind | cells | cell delay, ns |
|---|---|---|
| AND/OR/NAND/NOR | 1 | 0.22 |
| buffers and inverters | 3 | 0.27 |
| adder cells (fa/ha/maj) | 1 | 0.18 |
| AND-OR/OR-AND | 2 | 0.24 |
[cell usage after synthesis]
cell type	number
nand2b_1	2
a211oi_1	1
a221oi_1	1
xnor2_1	2
nor4bb_1	1
nor3_1	1
or2_2	1
a31oi_1	1
nand4bb_1	1
nand2_1	1
a22o_1	1
o21a_1	1
ha_1	1
nor2_1	2
a41o_1	1
a21oi_1	2
dlxtn_1	1
inv_1	3
nand4_1	1
nand3_1	1
a2111o_1	1
dfxtp_1	1
nor3b_1	1
[repair_timing]
action,4_1_cts,5_1_grt
gates resized,29,1
pin swaps,4,0
cloned,0,0
endpoints found under the setup margin,2,1
Power and IR drop assume default switching activity.
