==> design/flow/design.v <==
module  Controller  #(parameter LENGTH = 32)
	(
		input clk, 
		input reset,
		input start,
		input[31:0] instruction,
        output reg[3:0] alu_op,
        output reg wea,
		output reg web,
		output reg[9:0] addra, 
		output reg[9:0] addrb,
		output reg east, 
		output reg west, 
		output reg south, 
		output reg north,
		output reg[1:0] east_mode,
		output reg[1:0] west_mode,
		output reg[1:0] south_mode,
		output reg[1:0] north_mode,
		output reg[7:0] count,  
		output reg[2:0] state  
    );
parameter  Q = 3'b000, OP = 3'b001, SHIFT = 3'b010, WB = 3'b011, DFF_BRAM = 3'b100, DFF_ALU = 3'b101;  
wire[9:0] rs1_base, rs2_base, rd_base, rd_up_base;
wire[5:0] opcode;
reg[31:0] offset;
reg[9:0] rs1_ptr, rs2_ptr, rd_ptr, rd_up_ptr, q_ptr, shift_ptr;
reg[10:0] ram_ptr;
reg[6:0] iter;
reg start_flag;
reg finish_flag;
integer i;
assign rd_base    = (opcode == 9 || opcode == 10) ? instruction[25:21]*LENGTH+LENGTH-1 : instruction[25:21]*LENGTH;
assign rs1_base   = (opcode == 9 || opcode == 10) ? instruction[20:16]*LENGTH+LENGTH-1 : instruction[20:16]*LENGTH;
assign rs2_base   = (opcode == 9 || opcode == 10) ? instruction[15:11]*LENGTH+LENGTH-1 : instruction[15:11]*LENGTH;
assign rd_up_base = instruction[25:21]*LENGTH+LENGTH;
assign opcode = instruction[31:26];
always @ (posedge clk)
begin
	if (reset == 0) begin
		wea			<=	0;
		web			<=	0;
		addra		<=	0;
		addrb		<=	0;
		east		<=	0;
		west		<=	0;
		south		<=	0;
		north		<=	0;
		east_mode	<=	0;
		west_mode	<= 	0;
		south_mode	<=	0;
		north_mode	<=	0;
		rs1_ptr 	<= rs1_base;
		rs2_ptr 	<= rs2_base;
		rd_ptr 		<= rd_base;
		rd_up_ptr 	<= rd_base;
		q_ptr		<= rs2_base;
		shift_ptr	<= rd_base;
		ram_ptr		<=	'h400;
		count		<=	0;
		iter		<=	0;
		offset		<= 	0;
		start_flag	<= 	0;
		finish_flag	<=	0;
		case(opcode)
			0:	begin
				alu_op		<=	0;
				state		<=	OP;
				end
			1:	begin
				alu_op		<=	1;
				state		<=	OP;
				end
			2:	begin
				alu_op		<=	2;
				state		<=	Q;		
				end
			5,6,7,8: 	begin
				alu_op		<=	'hf;
				state		<=	OP;
				end
			9:	begin
				alu_op		<=	9;
				state		<=	OP;
				end
			10:	begin
				alu_op		<=	10;
				state		<=	OP;
				end
			11:	begin
				alu_op		<=	11;
				state		<=	OP;
				end
		endcase	
	end
	else if(start) begin
		wea			<=	0;
		web			<=	0;
		addra		<=	0;
		addrb		<=	0;
		east		<=	0;
		west		<=	0;
		south		<=	0;
		north		<=	0;
		east_mode	<=	0;
		west_mode	<=	0;
		south_mode	<=	0;
		north_mode	<=	0;
		rs1_ptr 	<= rs1_base;
		rs2_ptr 	<= rs2_base;
		rd_ptr 		<= rd_base;
		rd_up_ptr 	<= rd_base;
		q_ptr		<= rs2_base;
		shift_ptr	<= rd_base;
		ram_ptr		<=	0;
		count		<=	0;
		iter		<=	0;
		offset		<= 	0;
		start_flag	<= 	1;
		finish_flag	<=	0;
		case(opcode)
			0:	begin
				alu_op		<=	0;
				state		<=	OP;
				end
			1:	begin
				alu_op		<=	1;
				state		<=	OP;
				end
			2:	begin
				alu_op		<=	2;
				state		<=	Q;
				end
			5,6,7,8: 	begin		 
				alu_op		<=	'hf;
				state		<=	OP;
				end			
			9:	begin
				alu_op		<=	9;
				state		<=	OP;
				end
			10:	begin
				alu_op		<=	10;
				state		<=	OP;
				end
			11:	begin
				alu_op		<=	11;
				state		<=	OP;
				end
		endcase	
	end
	else if(start_flag&&!finish_flag) begin
		count <= count + 1;
		case(opcode)
		0,1:	begin
				case(state)
				OP: begin
					rs1_ptr		<= rs1_ptr + 1;
					rs2_ptr 	<= rs2_ptr + 1;
					addra 		<= rs1_ptr;
					addrb 		<= rs2_ptr;
					wea 		<= 0;
					state 		<= WB;
				end
				WB: begin
					rd_ptr 		<= rd_ptr + 1;
					addra 		<= rd_ptr;
					wea 		<= 1;
					state 		<= OP;
				end
				endcase
				if(count==2*LENGTH) begin  
					start_flag	<= 0;
					finish_flag <= 1;
				end
			end
		2:	begin
				if(iter<=LENGTH) begin
				case(state)
				Q: begin
					rs1_ptr 	<= rs1_base;
					rs2_ptr 	<= rs2_base;
					q_ptr 		<= q_ptr + 1;
					addrb 		<= q_ptr;
					wea 		<= 0;
					iter 		<= iter + 1;
					offset		<= offset + 1;
					state 		<= OP;
					if(iter<LENGTH/2) begin				
					rd_ptr		<= rd_ptr + offset;
					rd_up_ptr	<= rd_up_ptr + offset;
					end
					else if(iter==LENGTH/2) begin
					rd_ptr		<= rd_ptr + offset-LENGTH/2;
					rd_up_ptr	<= rd_up_ptr + offset;
					end
					else if(iter>LENGTH/2) begin
					rd_ptr		<= rd_ptr + offset - LENGTH/2;
					rd_up_ptr	<= rd_up_ptr + offset - LENGTH/2;
					end
				end
				OP: begin
					rd_up_ptr	<= rd_up_ptr + 1;
					rd_ptr 		<= rd_ptr + 1;
					rs1_ptr		<= rs1_ptr + 1;
					if(iter==1 && count<(2*LENGTH)+1) begin  
						addra <= 0;
						addrb <= rs1_ptr;
					end
					else if(count==(2*LENGTH)+1) begin  
						addra 	<= rd_ptr - 1;
						addrb 	<= 0;
					end
					else begin
						addra  	<= rd_up_ptr;
						addrb 	<= rs1_ptr;
					end
					wea 	<= 0;
					state 		<= WB;			
				end
				WB: begin
					if(count<(2*LENGTH)+2) begin  
						addra 		<= rd_ptr-1;
						wea 		<= 1;
						state 		<= OP;
					end 
					else if(iter<LENGTH+1) begin
						rd_ptr		<= rd_base;
						rd_up_ptr	<= rd_base;
						addra		<= rd_ptr-1;
						addrb		<= 0;
						wea			<= 1;
						count 		<= 0;
						state 		<= SHIFT;
					end
					else begin
						wea 		<= 0;
						state 		<= Q;
					end
				end
				SHIFT: begin
					rd_ptr		<= rd_base;
					rd_up_ptr	<= rd_base;
					addra		<= 0;
					addrb 		<= 0;
					wea			<= 0;
					count 		<= 0;
					state 		<= Q;
				end
				endcase
				end
				else finish_flag <= 1;
			end
		5: 	begin  
				east	<= 1;
				east_mode	<=	1; 
				west_mode	<=	0;
				south_mode	<=	0;
				north_mode	<=	0;
				case(state)
				OP: begin
					rs1_ptr		<= rs1_ptr + 2;
					addra 		<= rs1_ptr;
					addrb 		<= rs1_ptr+1;
					wea 		<= 0;
					web			<= 0;
					state 		<= WB;
				end
				WB: begin
					rd_ptr		<= rd_ptr + 2;
					addra		<= rd_ptr;
					addrb		<= rd_ptr+1;
					if(count<=LENGTH) begin  
						wea 		<= 1;
						web			<= 1;
					end
					state 		<= OP;
				end
				endcase
				if(count==LENGTH) begin		 
					east_mode	<=	2; 
					north_mode	<=	2;	 
					west_mode	<=	2;  
				end
				if(count==LENGTH+1) begin	 
					finish_flag <=  1;
					east_mode	<=	0; 
					north_mode	<=	0;
					west_mode	<=	0;  
					wea 		<= 0;  
					web			<= 0;  
				end
			end
	    6: 	begin  
				west	<= 1;
				west_mode	<=	1; 
				east_mode	<=	0;
				south_mode	<=	0;
				north_mode	<=	0;
				case(state)
				OP: begin
					rs1_ptr		<= rs1_ptr + 2;
					addra 		<= rs1_ptr;
					addrb 		<= rs1_ptr+1;
					wea 		<= 0;
					web			<= 0;
					state 		<= WB;
				end
				WB: begin
					rd_ptr		<= rd_ptr + 2;
					addra		<= rd_ptr;
					addrb		<= rd_ptr+1;
					if(count<=LENGTH) begin  
						wea 		<= 1;
						web			<= 1;
					end
					state 		<= OP;
				end
				endcase
				if(count==LENGTH) begin		 
					finish_flag <=  1;
				end
			end
		7: 	begin  
				south	<= 1;
				east_mode	<=	0; 
				west_mode	<=	0;
				south_mode	<=	0;
				north_mode	<=	0;
				case(state)
				OP: begin
					rs1_ptr		<= rs1_ptr + 2;
					addra 		<= rs1_ptr;
					addrb 		<= rs1_ptr+1;
					wea 		<= 0;
					web			<= 0;
					state 		<= WB;
				end
				WB: begin
					rd_ptr		<= rd_ptr + 2;
					addra		<= rd_ptr;
					addrb		<= rd_ptr+1;
					if(count<=LENGTH) begin
						wea 		<= 1;
						web			<= 1;
					end
					state 		<= OP;
				end
				endcase
				if(count==LENGTH) begin
					finish_flag <=  1;
				end
			end
		8: 	begin  
				north	<= 1;
				east_mode	<=	0; 
				west_mode	<=	0;
				south_mode	<=	0;
				north_mode	<=	1;
				case(state)
				OP: begin
					rs1_ptr		<= rs1_ptr + 2;
					addra 		<= rs1_ptr;
					addrb 		<= rs1_ptr+1;
					wea 		<= 0;
					web			<= 0;
					state 		<= WB;
				end
				WB: begin
					rd_ptr		<= rd_ptr + 2;
					addra		<= rd_ptr;
					addrb		<= rd_ptr+1;
					if(count<=LENGTH) begin
						wea 		<= 1;
						web			<= 1;
					end
					state 		<= OP;
				end
				endcase
				if(count==LENGTH) begin
					east_mode	<=	2;	 
					north_mode	<=	2;	 
				end
				if(count==LENGTH+1) begin
					north_mode	<=	0;
					east_mode	<=	0;  
					finish_flag <=  1;
				end
			end
		9:
			begin
				case(state)
				OP: begin
					rs1_ptr		<= rs1_ptr - 1;
					rs2_ptr 	<= rs2_ptr - 1;
					addra 		<= rs1_ptr;
					addrb 		<= rs2_ptr;
					wea 		<= 0;
					state 		<= WB;
				end
				WB: begin
					rd_ptr 		<= rd_ptr - 1;
					addra 		<= rd_ptr;
					wea 		<= 1;
					state 		<= OP;
				end
				endcase
				if(count==2*LENGTH) begin  
					start_flag	<= 0;
					finish_flag <= 1;
				end
			end		
		10:
			begin
				case(state)
				OP: begin
					rs1_ptr		<= rs1_ptr - 1;
					rs2_ptr 	<= rs2_ptr - 1;
					addra 		<= rs1_ptr;
					addrb 		<= rs2_ptr;
					wea 		<= 0;
					state 		<= WB;
				end
				WB: begin
					rd_ptr 		<= rd_ptr - 1;
					addra 		<= rd_ptr;
					wea 		<= 1;
					state 		<= OP;
				end
				endcase
				if(count==2*LENGTH) begin  
					start_flag	<= 0;
					finish_flag <= 1;
				end
			end
		11: 
			begin  
				east	<= 1;
				east_mode	<=	1; 
				west_mode	<=	0;
				south_mode	<=	0;
				north_mode	<=	0;
				case(state)
				OP: begin
					rs1_ptr		<= rs1_ptr + 2;
					addra 		<= rs1_ptr;
					addrb 		<= rs1_ptr+1;
					wea 		<= 0;
					web			<= 0;
					state 		<= WB;
				end
				WB: begin
					rd_ptr		<= rd_ptr + 2;
					addra		<= rd_ptr;
					addrb		<= rd_ptr+1;
					if(count<=LENGTH) begin  
						wea 		<= 1;
						web			<= 1;
					end
					state 		<= OP;
				end
				endcase
				if(count==LENGTH) begin		 
					finish_flag <=  1;
					wea 		<= 0;  
					web			<= 0;  
					east_mode	<=	0;
				end
			end
		endcase
		end
end
endmodule
==> design/flow/run.sh <==
#!/bin/bash
# OpenROAD 26Q1-2900-gdf79404cd8, Yosys 0.63+post, stock flow scripts
make -C /OpenROAD-flow-scripts/flow DESIGN_CONFIG=/design/flow/config.mk WORK_HOME=/design/flow/orfs finish
==> design/flow/config.mk <==
export PLATFORM = sky130hd
export DESIGN_NAME = Controller
export DESIGN_NICKNAME = Controller
export VERILOG_FILES = /design/flow/design.v
export SDC_FILE = /design/flow/constraint.sdc
export NUM_CORES = 4
export LEC_CHECK = 1
export CORE_UTILIZATION = 30
==> design/flow/constraint.sdc <==
current_design Controller

set clk_period 8.5
set clk_io_pct 0.2

create_clock -name clk0 -period $clk_period [get_ports {clk}]

set non_clock_inputs [all_inputs -no_clocks]
set_input_delay [expr $clk_period * $clk_io_pct] -clock clk0 $non_clock_inputs
set_output_delay [expr $clk_period * $clk_io_pct] -clock clk0 [all_outputs]
==> notes.md <==
fresh numbers from the pnr run: CTS tree yes, PortBufs 70, H-tree depth 4, syn avg cell area 8.120 um2, Slew @ Worst Pin 0.9869 ns, Die X 175.6 um, vias per cell 5.594, switch share 32.28%, CP startpoint kind input pin, yosys cell count 1113, pwr dens 164.3 nW/um2, placed insts 1514, CTS Sinks 116, Worst-path clk slew 0.06 ns, core region area 29640 um2, power share of the combinational group 20.9%, Worst Path Required 8.67 ns, post-synth top area share 18.94%, HPWL Detailed 20.22 mm, Hold Fails Final Rpt 0, final std cells w/o fill 1546, Worst Hold Depth 2, pins over their slew limit 0, worst skew pair latency 0.43 ns, VDD IR max 132.1 uV, FP Util 30.49%, grt ovf 0, Tmin final 5.345 ns, Finish-stage setup viols 0, clock group share of total power 39.7%, CP Capture Type flip-flop, Max Fclk 187.1 MHz, fillers 3026, DRT Pass-1 Iters 5, Post-synth seq share 32.01%, area reported by Yosys stat 9037 um2, Slew HR 33.76%, Dominant Register Cell dfxtp_1, global-route wire length before repair 44.37 mm, n_diodes 0, 1st-iter DRT viols 878, area post-placement 10090 um2, P_int 1184 uW, synth warn 1, Cell Type Count 77, Period Utilization, post-route 62.88%, mapped cell area 9037 um2, final non-filler cell area 10640 um2, Pleak 0.003921 uW, dominant cell type by area after synthesis edfxtp_1, vias in the first global route 7919, layout cells sized above 1 6.055%, Worst R2R Path Depth 11, initial antenna violation count 0, Seq pwr share 39.4%, synthesis-to-finish area growth 17.75%, status finished clean, Post-CTS Hold Fix Bufs 0, CTS max path bufs 2, Post-CTS Setup Bufs 0, Tot Pwr 1748 uW, Log Warnings 46, number of top-level pins 84, Crit Path Class input pin to flip-flop, CP max FO 29, Post-synth regs 116, Total Negative Setup Slacks 0 ns, GRT Overall Usage 18.82%, Die Y 175.6 um, Max-Cap Viols 0, Site Rows 63, cts bufs inserted 17, final WL 28.07 mm, clk_skew 0.009544 ns, vias after detailed routing 8648, CTS resizes 0, # DRC 0, critical path arrival 5.51 ns, RSZ-0062 raised after global routing no, Top cells by area edfxtp_1 (19%), dfxtp_1 (13%), ha_1 (6.5%), nand2_1 (5.2%), nor2_1 (5.1%), Switch Pwr 564.2 uW, Die Size 30820 um2, Cells after Synth 1113, largest net degree at the start of global routing 51, remaining antenna violation count 0, Synth async-reset ratio 0%, Root Driver clkbuf_16, wire per inst 18.16 um, Worst Hold Class flip-flop to flip-flop, Final GP Congestion 0.8937, EDFF count, synth 57
==> state kept, by name, indices dropped and copies added (netlist names), 2 cells and up <==
| signal | flops |
|---|---|
| alu_op | 4 |
| rd_up_ptr | 10 |
| east_mode | 2 |
| offset | 10 |
| west_mode | 2 |
| state | 3 |
| q_ptr | 10 |
| rd_ptr | 10 |
| rs1_ptr | 10 |
| iter | 7 |
| addra | 10 |
| addrb | 10 |
| rs2_ptr | 10 |
| count | 8 |
| north_mode | 2 |
==> area by class of cell <==
type | instances | area [um2] | share of cell area [%]
Clock inverter | 13 | 100.1 | 0.9406
Sequential cell | 116 | 2893 | 27.18
Timing Repair Buffer | 88 | 835.8 | 7.854
Inverter | 31 | 116.4 | 1.093
Clock buffer | 19 | 454.2 | 4.268
Multi-Input combinational cell | 889 | 5754 | 54.07
Tap cell | 390 | 488.0 | 4.586
==> power groups by stage <==
stage | logic [uW] | registers, uW | clock network (uW)
after CTS | 362 | 686 | 705
final | 366 | 688 | 694
after global routing | 402 | 692 | 725
==> path summary, 6_finish.rpt <==
check | startpoint | endpoint | slack, ns
worst max-delay path | instruction[29] | rs2_ptr[8]$_DFFE_PP_ | 3.16
worst min-delay path | north_mode[1]$_SDFFE_PN0P_ | north_mode[1]$_SDFFE_PN0P_ | 0.46
worst max register to register | rd_ptr[0]$_DFFE_PP_ | rd_ptr[9]$_DFFE_PP_ | 5.06
worst min register to register | north_mode[1]$_SDFFE_PN0P_ | north_mode[1]$_SDFFE_PN0P_ | 0.46
==> critical path: stages <==
cell	delay, ns
clkdlybuf4s50_1	0.76
nor2b_1	0.46
nand3_1	0.12
buf_4	0.25
inv_1	0.08
buf_4	0.33
ha_1	0.34
nor2b_1	0.14
o21ai_0	0.15
nand2b_1	0.11
a21o_1	0.18
a21o_1	0.19
a21oi_1	0.22
nor4b_1	0.07
or3_1	0.37
==> layer usage <==
metal | GRT usage (%) | part of all wire [%] | vias up
met5 | 0 | 0 | -
met4 | 5.362 | 3.1 | 0
met3 | 3.510 | 6.8 | 52
met2 | 28.56 | 45 | 350
met1 | 27.77 | 45 | 4074
li1 | - | - | 4172
==> logic make-up (layout without fill, tap and decap cells) <==
logic type               Yosys count  in the layout  synth area share, %
flip-flops                       116            116                32.01
AND/OR/NAND/NOR                  396            396                20.77
buffers and inverters            109            151                4.749
AND-OR/OR-AND                    340            340                25.29
adder cells (fa/ha/maj)           50             50                7.172
multiplexers                      12             12                1.343
other                              1              2              0.04149
XOR/XNOR                          89             89                8.625
==> through the flow <==
stage	worst slack (ns)	util (%)	hold WS, ns
6_report	3.155	35.90	0.4636
2_1_floorplan	3.595	-	0.4130
4_1_cts	3.252	35.90	0.4635
5_1_grt	2.898	35.90	0.4793
3_3_place_gp	2.834	34.03	0.4514
3_5_place_dp	2.805	34.03	0.4507
==> cells in the final DEF (no fill, tap or decap), drive strengths merged, types with 9 or more instances in the layout <==
cell,synthesis,final
nor3,19,19
nand4,11,11
xor2,41,41
a211oi,18,18
a21oi,67,67
nor2,122,122
buf,19,18
inv,31,38
clkbuf,59,19
nor4,10,10
a22o,14,14
a31oi,13,13
a22oi,10,10
nand2,125,125
and3,10,10
a221oi,25,25
a21o,15,15
xnor2,48,48
dfxtp,59,59
mux2i,11,11
nor2b,9,9
ha,47,47
nand3,37,37
nand2b,17,17
o22ai,15,15
clkdlybuf4s50,0,70
o21ai,85,85
edfxtp,57,57
==> synthesized netlist by cell type (25+ instances only) <==
cell type / instances
a21oi_1: 67
a221oi_1: 25
clkbuf_1: 59
dfxtp_1: 59
edfxtp_1: 57
ha_1: 47
inv_1: 31
nand2_1: 125
nand3_1: 37
nor2_1: 122
o21ai_0: 81
xnor2_1: 48
xor2_1: 41
Power and IR drop assume default switching activity.
